[./design.v]
module led_counter
(
    input                   i_clk,
    input                   i_but_reset,
    input                   i_but_play_stop,
    output  logic   [6:0]   o_led_segment,
    output  logic   [3:0]   o_led_digit,
    output  logic   [3:0]   o_led_digit_unused
);
    logic   [2:0]   but_reset_shift;
    logic   [2:0]   but_play_stop_shift;
    always @(posedge i_clk) begin
        but_reset_shift     <= {but_reset_shift[1:0],     i_but_reset};
        but_play_stop_shift <= {but_play_stop_shift[1:0], i_but_play_stop};
    end
    logic   but_reset_sync;
    logic   but_play_stop_sync;
    always_comb but_reset_sync     = but_reset_shift[2];
    always_comb but_play_stop_sync = but_play_stop_shift[2];
    logic   but_play_stop_sync_1;
    always @(posedge i_clk) begin
        if (but_reset_sync) begin
            but_play_stop_sync_1 <= 1'b0;
        end else begin
            but_play_stop_sync_1 <= but_play_stop_sync;
        end
    end
    logic   state;
    localparam  RUN  = 1'b1;
    localparam  STOP = 1'b0;
    always @(posedge i_clk) begin
        if (but_reset_sync) begin
            state <= 1'b0;
        end else begin
            if (~but_play_stop_sync_1 & but_play_stop_sync) begin
                state <= ~state;
            end
        end
    end
    localparam  DIGIT_COUNT_DELAY = 32'd10000000;
    logic   [31:0]  clk_div_cnt;
    logic           counter_incr;
    always @(posedge i_clk) begin
        if (clk_div_cnt >= DIGIT_COUNT_DELAY) begin
            clk_div_cnt <= '0;
        end else begin
            clk_div_cnt <= clk_div_cnt + 1'b1;
        end
    end
    always_comb counter_incr = (clk_div_cnt >= DIGIT_COUNT_DELAY);
    logic   [3:0][3:0]  counter;
    logic   [3:0]       carry;
    always @(posedge i_clk) begin
        if (but_reset_sync) begin
            counter <= '0;
        end else begin
            if ((state == RUN) && counter_incr) begin
                for (int i = 0; i < 4; i++) begin
                    if (carry[i]) begin
                        if (counter[i] >= 4'd9) begin
                            counter[i] <= '0;
                        end else begin
                            counter[i] <= counter[i] + 1'b1;
                        end
                    end
                end
            end
        end
    end
    always_comb begin
        carry[0] = 1'b1;
        carry[1] = (counter[0] >= 4'd9);
        carry[2] = (counter[1] >= 4'd9);
        carry[3] = (counter[2] >= 4'd9);
    end
    localparam  DIGIT_SEL_DELAY = 32'd400000;
    logic   [31:0]  clk_div;
    always @(posedge i_clk) begin
        if (but_reset_sync) begin
            o_led_digit <= 4'b1110;
        end else begin
            if (clk_div >= DIGIT_SEL_DELAY) begin
                clk_div <= '0;
                o_led_digit <= {o_led_digit[2:0], o_led_digit[3]};
            end else begin
                clk_div <= clk_div + 1'b1;
            end
        end
    end
    logic   [3:0]   selected_counter;
    always_comb begin
        case (o_led_digit)
            4'b1110: selected_counter = counter[0];
            4'b1101: selected_counter = counter[1];
            4'b1011: selected_counter = counter[2];
            4'b0111: selected_counter = counter[3];
            default: selected_counter = '0;
        endcase
    end
    always_comb begin
        case (selected_counter)
            4'd0:    o_led_segment = 7'b1000000;
            4'd1:    o_led_segment = 7'b1111001;
            4'd2:    o_led_segment = 7'b0100100;
            4'd3:    o_led_segment = 7'b0110000;
            4'd4:    o_led_segment = 7'b0011001;
            4'd5:    o_led_segment = 7'b0010010;
            4'd6:    o_led_segment = 7'b0000011;
            4'd7:    o_led_segment = 7'b1111000;
            4'd8:    o_led_segment = 7'b0000000;
            4'd9:    o_led_segment = 7'b0010000;
            default: o_led_segment = '1;
        endcase
    end
    always_comb o_led_digit_unused = '1;
endmodule : led_counter
[./config.mk]
export PLATFORM = sky130hd
export DESIGN_NAME = led_counter
export DESIGN_NICKNAME = led_counter
export VERILOG_FILES = /design/flow/design.v
export SDC_FILE = /design/flow/constraint.sdc
export NUM_CORES = 4
export LEC_CHECK = 1
export CORE_UTILIZATION = 30
[./constraint.sdc]
current_design led_counter

set clk_period 3.1
set clk_io_pct 0.2

create_clock -name clk0 -period $clk_period [get_ports {i_clk}]

set non_clock_inputs [all_inputs -no_clocks]
set_input_delay [expr $clk_period * $clk_io_pct] -clock clk0 $non_clock_inputs
set_output_delay [expr $clk_period * $clk_io_pct] -clock clk0 [all_outputs]
[./run.sh]
#!/bin/bash
# OpenROAD 26Q1-2900-gdf79404cd8, Yosys 0.63+post, stock flow scripts
make -C /OpenROAD-flow-scripts/flow DESIGN_CONFIG=/design/flow/config.mk WORK_HOME=/design/flow/orfs finish
==> results.txt <==
status: completed
switching power: 536 µW
row cnt: 44
final tally of max-slew violations: 0
grt ovf: 0
post-route DRC violation count: 0
Final Non-Filler Cells: 678
Cells after Synth: 448
total CTS buffers: 9
Setup crit end kind: output pin
tool warnings: 41
I/O pin total: 18
via count: 3193
cycle use final: 97.3%
Mapped Area: 0.00448 mm²
Fillers: 1412
Setup crit start kind: flip-flop
Worst-path clk slew: 0.07 ns
Setup Fix Bufs, Post-CTS: 0
Cell Pwr Density: 473 mW/mm²
pre-CTS WS: 0.116 ns
Unique masters post-synth: 61
Sw Ratio: 21.6%
Final GP Congestion: 0.783
Clock Path Buffers: 2
Clock Sinks: 92
Initial Util: 30.8%
Syn-to-layout area delta: 17.2%
Synth top cell by count: nor2_1
number of setup violations in the final report: 0
combinational gate area: 0.00223 mm²
Fmax achieved: 332 MHz
max-cap viol count: 0
wire length of the first global-routing pass: 13800 µm
top cells by area: dfxtp_1, edfxtp_1, ha_1
register share after synthesis: 48.3%
Worst Skew: 0.00539 ns
Antenna diodes: 0
Top cell area share: 26.8%
Slew @ Worst Pin: 0.864 ns
CP arrival: 2.40 ns
core area: 0.0145 mm²
Clk Tree Root Cell: clkbuf_16
Clk pwr share: 43.7%
clk ins delay skew pair: 0.34 ns
VDD IR max: 0.000301 V
Comb pwr share: 3.7%
critical path peak fanout: 7
LEAKAGE: 0.00187 µW
layout cells sized above 1: 9.92%
RSZ-0062 raised after global routing: true
Synth area leader: dfxtp_1
Critical Path RT: 2.48 ns
Die Size: 0.0154 mm²
post-DP HPWL: 5290 µm
Tot GR Track Use: 10.9%
Mean Syn Cell Area: 10.0 µm²
drt pass-1 iters: 4
post-route setup slack: 0.0844 ns
Design Area, Final: 0.00525 mm²
Flop area: 0.00217 mm²
H-tree Lvls: 3
drt total wl: 7840 µm
placed cells: 662
Commonest cells post-synth: nor2_1, dfxtp_1, edfxtp_1
largest net degree at the start of global routing: 26
Die Y-Extent: 124 µm
Die X: 124 µm
wire length per cell: 11.6 µm
drt initial violations: 215
Routed Antenna Nets: 0
Final Hold Viols: 0
vias in the first global route: 2956
asr flop ratio synth: 0%
yosys warns: 1
yosys cell count: 448
most used flip-flop cell: dfxtp_1
Crit Path Category: reg -> out
Slew Limit Headroom: 42.4%
worst hold path type: reg -> reg
CTS tree: built
Flops after synth: 92
internal power: 1950 µW
Port Buf Inserts: 13
initial antenna violation count: 0
yosys stat area: 0.00448 mm²
sequential power share: 52.6%
count of library flops with an enable pin: 32
Placed Area: 0.00492 mm²
fin crit period: 3.02 ns
DR vias/cell: 4.71
## layout make-up
cell class	count	share of cell area, %
Clock buffer	9	4.29
Clock inverter	7	1.41
Inverter	31	2.22
Multi-Input combinational cell	332	42.4
Sequential cell	92	41.4
Tap cell	184	4.38
Timing Repair Buffer	23	3.91
## worst max-delay path, stage by stage, from the launching register on
cell             delay (ns)
dfxtp_4                0.37
and4b_1                0.33
a22oi_1                0.12
o21a_2                 0.17
ha_1                   0.20
mux2_2                 0.26
mux2i_1                0.13
clkdlybuf4s50_1        0.47
## cells by family (layout without fill, tap and decap cells)
group	count (synthesis)	count (layout)	share of synthesized area, %
xor gates and xnor gates	36	36	7.04
AOI/OAI and AO/OA	66	66	11.3
and+or+nand+nor	168	168	19.3
adders and majority gates	20	20	5.59
muxes	17	17	3.83
other	2	25	0.168
buffers and inverters	47	70	4.52
DFF	92	92	48.3
## sequential cells by signal, summed over array words and instances (netlist names)
name and count:
clk_div 32, counter 16, clk_div_cnt 32, but_play_stop_sync_1 1, but_reset_shift 3, but_play_stop_shift 3
o_led_digit 4, state 1
## final timing paths
kind	start	slack [ns]	cells after the start	end
setup / recovery	o_led_digit[3]	0.08	7	o_led_segment[4]
hold / removal	but_reset_shift[0]	0.33	0	but_reset_shift[1]
setup reg to reg	clk_div_cnt[25]	0.72	5	counter[6]
hold reg to reg	but_reset_shift[0]	0.33	0	but_reset_shift[1]
## through the flow
stage                     setup TNS, ns  hold WS [ns]  util (%)  power [µW]
after global routing           -0.00722         0.335      36.1        2590
final                                 0         0.327      36.1        2490
after floorplan                       0         0.310         -        1390
after detailed placement              0         0.312      33.8        1420
after CTS                             0         0.327      36.0        2530
after global placement                0         0.311      33.8        1420
## timing repair
action,CTS,global route
hold buffers,0,0
setup endpoints to repair,7,6
gates resized,7,9
endpoints found under the hold margin,0,0
pin swaps,0,1
## cells in the final DEF, fill, tap and decap left out, drive strengths merged, types with 3 or more instances in the layout
cell,instances
a21oi,9
a22oi,8
a32o,3
and3,3
and4,5
buf,10
clkbuf,9
clkdlybuf4s50,13
clkinv,4
conb,25
dfxtp,60
edfxtp,32
ha,20
inv,32
mux2i,16
nand2,21
nand3,23
nand4,13
nor2,62
nor2b,6
nor3,8
nor3b,4
nor4,6
nor4b,4
o211ai,9
o21ai,9
o221ai,3
o31ai,4
or4,5
xnor2,14
xor2,22
## power groups by stage
stage / Clock [µW] / Combinational [µW] / Sequential, µW
after CTS: 1130 / 92.2 / 1310
after global routing: 1180 / 106 / 1310
final: 1090 / 92.5 / 1310
## routing by layer
metal  global-route usage (%)  vias up  share of wire (%)
met5                        0        -                  0
met4                     1.06        0                1.1
met3                     2.94        6                5.0
met2                     16.9       55                 45
met1                     16.1     1460                 49
li1                         -     1672                  -
No activity file was given, so power comes from the tool's default toggle rates.
